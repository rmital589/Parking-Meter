`flow/config.mk`:
```
export PLATFORM = sky130hd
export DESIGN_NAME = DisplayModule
export DESIGN_NICKNAME = DisplayModule
export VERILOG_FILES = /design/flow/design.v
export SDC_FILE = /design/flow/constraint.sdc
export NUM_CORES = 4
export LEC_CHECK = 1
export CORE_UTILIZATION = 40
```
`flow/constraint.sdc`:
```
current_design DisplayModule

set clk_period 10.2
set clk_io_pct 0.2

create_clock -name clk0 -period $clk_period [get_ports {clk}]

set non_clock_inputs [all_inputs -no_clocks]
set_input_delay [expr $clk_period * $clk_io_pct] -clock clk0 $non_clock_inputs
set_output_delay [expr $clk_period * $clk_io_pct] -clock clk0 [all_outputs]
```
`flow/design.v`:
```
`timescale 1ns / 1ps
module FourDigBCD(
    input Clr,
    input clk,
    input Enable,
    input Load,
    input Up,
    input  [15:0] D,
    output [15:0] Q,
    output CO
    );
    wire C01, C02, C03, C04;
    BCDCounter b1(clk, Enable, Load, Up, Clr, D[3:0], Q[3:0], C01);
    BCDCounter b2(clk, C01, Load, Up, Clr, D[7:4], Q[7:4], C02);
    BCDCounter b3(clk, C02, Load, Up, Clr, D[11:8], Q[11:8], C03);
    BCDCounter b4(clk, C03, Load, Up, Clr, D[15:12], Q[15:12], C04);
    assign CO = (Enable && Up && Q == 16'h9999) || (Enable && !Up && Q == 16'h0000) ? 1'b1 : 1'b0;
endmodule
`timescale 1ns / 1ps
module BCDCounter(
    input clk,
    input Enable,
    input Load,
    input Up,
    input Clr,
    input [3:0] D,
    output reg [3:0] Q  = 4'b0000,
    output C0
    );
    reg [26:0] divider = 0;
    wire div0 = (divider == 0) ? 1'b1 : 1'b0;
    always @ (negedge clk) begin
        if(divider < 99999999)
            divider = divider + 1;
        else
            divider = 0;
    end
    always @ (posedge clk or posedge Clr) 
    begin    
        if (Clr == 1'b1)
            Q <= 0;
        else begin
            if(Load)
                Q <= D;
            else if(!Load && Enable && Up && div0)
                Q <= (Q == 4'b1001) ? 4'b0000 : (Q + 1);
            else if(!Load && Enable && !Up && div0)
                Q <= (Q == 4'b0000) ? 4'b1001 : (Q - 1); 
            else
                Q <= Q;            
        end
    end
    assign C0 = ((Enable && Up && Q == 4'b1001) || (Enable && !Up && Q == 4'b0000)) ? 1'b1 : 1'b0;
endmodule
module BCD_Adder_16(
input [15:0]X,
input [15:0]Y,
output [15:0]out,
output [3:0]Cout);
wire [3:0] C1,C2,C3;
wire [15:0] Z;
BCD_Adder_4 B1 ( X[3:0],Y[3:0],4'b0000,Z[3:0],C1);
BCD_Adder_4 B2 ( X[7:4],Y[7:4],C1,Z[7:4],C2);
BCD_Adder_4 B3 ( X[11:8],Y[11:8],C2,Z[11:8],C3);
BCD_Adder_4 B4 ( X[15:12],Y[15:12],C3,Z[15:12],Cout);
assign out = (Cout==0) ?  Z : 16'b1001100110011001;
endmodule
module BCD_Adder_4 (
input [3:0] X,
input [3:0] Y,
input [3:0] Cin,
output [3:0]Z,
output[3:0] Cout);
wire [4:0] S;
assign S = X[3:0] + Y[3:0] + Cin[3:0];
assign Z = (S > 9) ? S[3:0] + 6 : S[3:0];
assign Cout = (S > 9) ? 4'b0001 : 4'b0000;
endmodule
`timescale 1ns / 1ps
module ClkDivider #(parameter num_bits = 31, parameter div_factor = 100000000) (
    input inclk,
    output reg outclk
    );
    reg reset = 0;
    reg [num_bits:0] divider = 0;
    always@(divider) begin
        reset <= 1'b0;
        if(divider == (div_factor >> 1))
            reset <= 1'b1;
    end
    always@(posedge inclk) begin
        if(reset) begin
            outclk <= outclk ^ reset;
            divider <= 0;
        end else begin
            divider <= (divider + 1);
        end
    end
endmodule
module Control4Adder(
input loadBCD,
input reset1,
input reset2,
input buttonU,
input buttonL,
input buttonR,
input buttonD,
input [15:0]Y,
output [15:0]adder_out,
output [3:0]Cout
);
wire [15:0]X;
wire [15:0]Z;
wire [15:0]Y2;
wire [3:0] button;
wire [1:0] reset;
reg [15:0] X1;
reg [15:0] Z1;
reg [15:0] Y1;
assign button = {buttonU,buttonL,buttonR,buttonD};
assign reset = {reset1,reset2};
initial 
begin
X1<=0;
Z1<=0; 
Y1<=0;
end
always @(*)
begin
    if(loadBCD)
    Y1<=Y;
    else
    Y1<=0; 
end
assign Y2 = Y1;
always @(*)
begin 
		case(button)
		4'b1000: X1<=16'b0000000000010000;
		4'b0100: X1<=16'b0000000110000000;
		4'b0010: X1<=16'b0000001000000000;
		4'b0001: X1<=16'b0000010101010000;
		default: X1<=0;
		endcase
end
assign X = X1;
assign adder_out = (~reset1 && ~reset2) ?  Z : Z1;
BCD_Adder_16 B5 (X, Y2, Z, Cout);
always @(*)
begin 
	case(reset)
        2'b10: Z1<=16'b0000000000010000;
	    2'b01: Z1<=16'b0000001000000101;
	default:Z1<=0;
	endcase
end 
endmodule
`timescale 1ns / 1ps
module DisplayModule(
    input clk,
    input buttonU,
    input buttonL,
    input buttonR,
    input buttonD,
    input sw0,
    input sw1,
    output [3:0] an,
    output [6:0] sev_seg,
    output dp
    );
    reg [1:0] Sw0Reg = 0, Sw1Reg = 0;
    reg BCDEnable = 1'b1;
    reg flashState = 1'b0;
    reg [6:0] sevSeg2Hz = 0 , sevSeg1Hz = 0;
    wire clk30Hz, clk2Hz, clk0_5Hz, clk240Hz, clk_25MHz;
    wire stableButtonU, stableButtonL, stableButtonR, stableButtonD;
    wire loadBCD, CO;
    wire [6:0] sevSegOut;
    wire [15:0] newBCD, parkingTime;
    wire [3:0] Cout;
    ClkDivider #(22, 3333333) c0 (clk, clk30Hz);
    ClkDivider #(27, 50000000) c1 (clk, clk2Hz);
    ClkDivider #(16, 41666) c2 (clk, clk240Hz);
    SynchSinglePulse ssp0(buttonU, clk30Hz, clk, stableButtonU);
    SynchSinglePulse ssp1(buttonL, clk30Hz, clk, stableButtonL);
    SynchSinglePulse ssp2(buttonR, clk30Hz, clk, stableButtonR);
    SynchSinglePulse ssp3(buttonD, clk30Hz, clk, stableButtonD);
    always@(negedge clk) begin
        Sw0Reg[0] <= sw0;
        Sw0Reg[1] <= Sw0Reg[0];     
        Sw1Reg[0] <= sw1;
        Sw1Reg[1] <= Sw1Reg[0];
    end
    assign loadBCD = stableButtonU | stableButtonL | stableButtonR |stableButtonD | Sw1Reg[1] | Sw0Reg[1];
    FourDigBCD M1 (1'b0, clk, BCDEnable, loadBCD, 1'b0, newBCD, parkingTime, CO);
    Control4Adder M2 (loadBCD, sw0, sw1, stableButtonU, stableButtonL, stableButtonR, stableButtonD, parkingTime, newBCD, Cout);
    FourDigitOut M3 (parkingTime[3:0], parkingTime[7:4], parkingTime[11:8], parkingTime[15:12], 2'b00, clk240Hz, sevSegOut, an, dp);
    always@(parkingTime) begin
        if(parkingTime > 0 && loadBCD == 0)
            BCDEnable <= 1'b1;
        else
            BCDEnable <= 1'b0;
    end
    always@(parkingTime, loadBCD) begin
        if(parkingTime <= 16'h0200 && loadBCD == 0 && parkingTime > 0)
            sevSeg2Hz <= (parkingTime[0]) ? 7'hFF : 0;
        else
            sevSeg2Hz <= 0;
    end
    always@(posedge clk2Hz) begin
        if(parkingTime == 0)
            sevSeg1Hz <= (sevSeg1Hz == 7'hFF) ? 0 : 7'hFF;
        else
            sevSeg1Hz <= 0;
    end
    assign sev_seg = sevSeg2Hz | sevSeg1Hz | sevSegOut; 
endmodule
`timescale 1ns / 1ps
module SynchSinglePulse(
    input buttonIn,
    input button_clk,
    input clk,
    output stableButton
    );
    reg synch0 = 1'b0, synch1 = 1'b0, synch2 = 1'b0;
    reg synch00 = 1'b0, synch01 = 1'b0, synch10 = 1'b0;
    wire debouncedButton;
    always@(posedge button_clk) begin
        synch0 <= buttonIn;
        synch1 <= synch0;
        synch2 <= synch1;
    end
    assign debouncedButton = !synch2 & synch1;
    always@(posedge clk) begin
        synch00 <= debouncedButton;
        synch01 <= synch00;
        synch10 <= synch01;
    end
    assign stableButton = !synch10 & synch01;
endmodule
`timescale 1ns / 1ps
module FourDigitOut(
    input [3:0] dig0,
    input [3:0] dig1,
    input [3:0] dig2,
    input [3:0] dig3,
    input [1:0] decimal,
    input clk,
    output reg [6:0] sev_seg = 0,
    output reg [3:0] an = 0,
    output reg dp = 0
    );
    wire [6:0] a,b,c,d;
    hexto7segment h0(.x(dig0), .r(a));
    hexto7segment h1(.x(dig1), .r(b));
    hexto7segment h2(.x(dig2), .r(c));
    hexto7segment h3(.x(dig3), .r(d));
    always@(posedge clk)
        case(an)
        4'b1110: begin 
                    an <= 4'b1101;
                    sev_seg <= b;
                    dp <= (decimal == 2'b01) ? 1'b0 : 1'b1;
                 end
        4'b1101: begin
                    an <= 4'b1011;
                    sev_seg <= c;
                    dp <= (decimal == 2'b10) ? 1'b0 : 1'b1;
                 end
        4'b1011: begin
                    an <= 4'b0111;
                    sev_seg <= d;
                    dp <= (decimal == 2'b11) ? 1'b0 : 1'b1;
                 end
        4'b0111: begin
                    an <= 4'b1110;
                    sev_seg <= a;
                    dp <= 1'b1;
                 end
        default: begin
                    an <= 4'b1110;
                    sev_seg <= a;
                    dp <= 1'b1;
                 end
        endcase
endmodule
`timescale 1ns / 1ps
module hexto7segment(
    input [3:0] x,
    output reg [6:0] r
    );
    always@(*)
        case (x)
            4'b0000 : r = 7'b0000001;
            4'b0001 : r = 7'b1001111;
            4'b0010 : r = 7'b0010010;
            4'b0011 : r = 7'b0000110;
            4'b0100 : r = 7'b1001100;
            4'b0101 : r = 7'b0100100;
            4'b0110 : r = 7'b0100000;
            4'b0111 : r = 7'b0001111;
            4'b1000 : r = 7'b0000000;
            4'b1001 : r = 7'b0001100;
            4'b1010 : r = 7'b0001000;
            4'b1011 : r = 7'b1100000;
            4'b1100 : r = 7'b0110001;
            4'b1101 : r = 7'b1000010;
            4'b1110 : r = 7'b0110000;
            4'b1111 : r = 7'b0111000;
        endcase
endmodule
```
`flow/run.sh`:
```
#!/bin/bash
# OpenROAD 26Q1-2900-gdf79404cd8, Yosys 0.63+post, stock flow scripts
make -C /OpenROAD-flow-scripts/flow DESIGN_CONFIG=/design/flow/config.mk WORK_HOME=/design/flow/orfs finish
```
==> impl_metrics.yaml <==
# synthesis and place-and-route metrics
outcome:
  run_status: "finished, violations left"
  violations: "negative setup slack"
synthesis:
  yosysSeqAreaShare: 0.419
  synth-edff-count: 19
  synth.yosys.num_cells: 1353
  post_synth_inst_count: 1353
  synth_cell_type_count: 76
  yosys-stat-area_sq_um: 11700
  postSynth.topFlopCell: "dfxtp_1"
  yosysMostFrequentCell: "nor2_1"
  top_cell_area_share: 0.370
  yosys.area.top_type: "dfxtp_1"
  synth-warning-count: 12
  postSynth.asyncResetShare: 0
  synth_flop_count: 236
  syn-cell-area_sq_um: 11700
  synth.top_cells.by_count: "nor2_1 (234), dfxtp_1 (217), nand2_1 (112), xnor2_1 (82), xor2_1 (81)"
  topCellsByArea: "dfxtp_1 (37%), nor2_1 (7.5%), xnor2_1 (6.1%)"
  synth.avg_cell_area_sq_um: 8.67
sta:
  rsz0062_at_grt: "true"
  timing_max_transition_violations_final: 0
  max_slew_margin: 0.417
  worst_pin_slew_ps: 865
  untimed_endpoints: 33
  setup_viol_count_final: 16
  unclocked_regs: 25
  finalHoldViolCount: 0
  finalClockSkew_ps: 60.6
  layout_setup_ws_ps: -623
floorplan:
  die_w_um: 173
  die-area_sq_um: 30000
  die_height_um: 173
  core-area_sq_um: 28800
  initial_utilization: 0.408
  ios: 19
  placement_rows: 62
place:
  numPortBuffers: 18
  detailed_place.area_sq_um: 12600
  hpwl_dp_um: 16800
  gp_congestion: 0.881
routing:
  first_drt_iteration_drcs: 555
  drt-wirelength-per-cell_um: 12.5
  detailed_routing_iteration_count_for_the_pre_antenna_repair_pass: 4
  drt_drc_violations_left: 0
  route.final.wire_length_um: 24400
  antenna_violating_nets_post_route: 0
  routed_via_density: 4.96
  num_vias: 9662
  insertedDiodeCount: 0
global_route:
  met3_usage: 0.0380
  globalRouteMet1Util: 0.272
  globalRoute.busiestLayer: "met1"
  antenna_found_initial: 2
  grt_pass1_wl_um: 42500
  grt_pass1_vias: 9045
  globalRoute.totalOverflow: 0
  grt.total_usage: 0.171
  pin_count_of_the_biggest_net_entering_global_routing: 26
  use_met2: 0.243
worst_setup_path:
  critPathLaunchType: "register"
  worst_reg2reg_path_depth: 28
  timing.setup.critical_path_class: "register to register"
  crit_slowest_cell: "fa_2"
  crit_path_required_time_ps: 10440
  worst_setup_path_end_kind: "register"
  regToRegStartpoint: "Sw1Reg[1]"
  cp_data_arrival_time_ps: 11060
  worst-r2r-setup-slack_ps: -620
  crit_start: "Sw1Reg[1]"
  most_frequent_cell_on_the_critical_path: "ha_4"
  r2r_end: "M1.b3.Q[3]"
  timing.critical_path.to: "M1.b3.Q[3]"
  crit_path_max_fanout: 6
  critical-path-max-stage-delay_ps: 560
final_layout:
  finalInstanceArea_sq_um: 14500
  finalCoreUtilization: 0.502
  area_growth_syn_to_layout_pct: 23.2
  layout-drive-gt1-share: 0.122
power:
  irDropWorstVdd_mv: 0.125
  powerDensity_nw_per_um2: 161
  cellLeakagePower_nw: 6.11
clock_network:
  cts.reportedPaths.clkPinSlew_ps: 60
  tritoncts_clock_tree: "yes"
  clock_tree.htree_level_count: 1
  cts-buffers-inserted: 26
  clkLatencyLatePin_ps: 580
  ctsLongestPathBuffers: 3
  cts-root-buf: "clkbuf_16"
min_path:
  timing.hold.worst.class: "register to register"
  min-delay-start: "Sw0Reg[0]"
flow_run:
  max-cap-violations: 0
  warnings: 171
final cells by class:
type                    count  area (sq um)
fillers                  2555         14300
multi-input cells        1023          6690
flip-flops and latches    236          4920
repair buffers             91           743
clock buffers              29           726
clock inverters           129           694
well taps                 384           480
inverters                  55           206
cell usage in the layout (no fill, tap or decap), types with 12 or more instances in the layout:
cell type        synthesis  routed
o21ai_0                 35      29
nand3_1                 68      67
edfxtp_1                19      19
nand2_1                112     107
and3_1                  28      28
ha_1                    52      46
xor2_1                  81      81
nor4_1                  20      20
inv_1                   56     164
a211oi_1                12      12
nor2b_1                 18      18
buf_4                    2      69
nand4_1                 39      39
clkbuf_16                0      29
a21oi_1                 47      45
nand2b_1                15      15
clkdlybuf4s50_1          0      18
nor3_1                  32      29
nor2_1                 234     231
dfxtp_1                217     216
xnor2_1                 82      81
routing by layer:
| layer | wire (um) | vias up | part of all wire |
|---|---|---|---|
| li1 | - | 5062 | - |
| met4 | 401 | 4 | 0.016 |
| met5 | 27 | - | 0.0011 |
| met1 | 12600 | 4405 | 0.52 |
| met2 | 10300 | 162 | 0.42 |
| met3 | 1070 | 29 | 0.044 |
stage by stage:
step | instances | hold WS (ps) | worst slack [ps] | setup TNS, ps | total power, mW
2_1_floorplan | 1353 | 310 | -942 | -11800 | 1.08
3_3_place_gp | 1754 | 312 | -641 | -8230 | 1.14
3_5_place_dp | 1754 | 312 | -757 | -9910 | 1.14
4_1_cts | 1948 | 317 | -622 | -8490 | 2.35
5_1_grt | 1947 | 328 | -873 | -12340 | 2.46
6_report | 1947 | 320 | -623 | -8180 | 2.32
critical path: cells and delay by family (launching register included):
family / cells / cell delay, ps
multiplexers: 1 / 190
buffers and inverters: 4 / 230
AND-OR/OR-AND: 9 / 1780
adder cells (fa/ha/maj): 7 / 2030
flip-flops: 1 / 310
AND/OR/NAND/NOR: 7 / 840
registers in the layout, indices dropped and copies added (netlist names), 4 cells and up:
signal and cells:
M3.an 4, M3.sev_seg 7, M1.b1.Q 4, M1.b2.Q 4, c1.divider 28, M1.b3.divider 27, M1.b4.Q 4, M1.b3.Q 4
M1.b2.divider 27, M1.b4.divider 27, c2.divider 17, M1.b1.divider 27, c0.divider 23
worst min path at each step:
stage	to	slack (ps)	cells after the start
finish	Sw0Reg[1]	320	0
CTS	Sw0Reg[1]	320	0
global route	Sw1Reg[1]	330	0
power breakdown:
part	leakage [nW]	switching, mW	internal (mW)
registers	1.98	0.0310	0.851
logic	3.05	0.110	0.111
clock network	1.09	0.471	0.748
what timing repair did:
action,4_1_cts,5_1_grt
hold buffers,0,0
gates cloned,0,0
resized,29,12
buffers inserted,41,1
pin swaps,23,7
endpoints found under the setup margin,16,16
cells by family (layout without fill, tap and decap cells):
| group | after synthesis | in the layout | share of synthesized area |
|---|---|---|---|
| XOR/XNOR | 164 | 164 | 0.123 |
| AND-OR/OR-AND | 163 | 163 | 0.0915 |
| other | 1 | 1 | 0.000320 |
| AND/OR/NAND/NOR | 630 | 630 | 0.262 |
| flip-flops | 236 | 236 | 0.419 |
| multiplexers | 10 | 10 | 0.00928 |
| adder cells (fa/ha/maj) | 55 | 55 | 0.0606 |
| buffers and inverters | 94 | 304 | 0.0338 |
Power and IR drop assume default switching activity.
